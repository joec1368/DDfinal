**./run.sh**
```bash
#!/bin/bash
# OpenROAD 26Q1-2900-gdf79404cd8, Yosys 0.63+post, stock flow scripts
make -C /OpenROAD-flow-scripts/flow DESIGN_CONFIG=/design/flow/config.mk WORK_HOME=/design/flow/orfs finish
```
**./design.v**
```verilog
module DDfinal(
	input clk, 
	input left, 
	input right, 
	input reset,
	output bss_clk,
	output reg [7:0] dot_row, 
	output [7:0] boss_dot_col,
	output [7:0] player_dot_col,
	output [6:0] t,
	output [6:0] time10,
	output [6:0] score,
	output [6:0] score10);
	reg clk_div;
	reg temp = 1;
	reg [31:0] clk_count=0;
	always@(posedge clk ) begin
		if (clk_count == 25000) begin 
			clk_count<=32'd0;
         clk_div <= ~clk_div;
      end
      else begin 
			clk_count <= clk_count + 32'd1;
      end
   end
	wire [1:0] boss_cur_state;
	wire [1:0] player_cur_state;
	wire start, finish;
	wire correct;
	assign correct = (finish | (~start)) ? 0 : boss_cur_state == player_cur_state;
	boss b(.clk(clk), .right(correct), .row_count(row_count), .dot_col(boss_dot_col), .cur_state(boss_cur_state), .reset(reset), .boss_clk(bss_clk) );
	player p(clk, left, right, row_count, player_dot_col, player_cur_state);
	reg [2:0] row_count=0;
	always@(posedge clk_div) begin
		if (finish | (~start)) begin
			dot_row <= 8'b11111111;
		end
		else begin
			row_count <= row_count + 1;
			case (row_count)
				3'd0: dot_row <= 8'b01111111;
				3'd1: dot_row <= 8'b10111111;
				3'd2: dot_row <= 8'b11011111;
				3'd3: dot_row <= 8'b11101111;
				3'd4: dot_row <= 8'b11110111;
				3'd5: dot_row <= 8'b11111011;
				3'd6: dot_row <= 8'b11111101;
				3'd7: dot_row <= 8'b11111110;
			endcase
		end
	end
	reg add = 0;
	reg [9:0] timer;
	always@(posedge clk) begin
		if (correct == 1) begin
			if (timer == 10'd1000) begin
				timer = 10'd0;
				add = 1;
			end
			else timer = timer + 1;
		end
		else begin
			add = 0;
			timer = 10'd0;
		end
	end
	score_and_time st(clk, reset, t, time10, score, score10, add, start, finish);
endmodule
module boss(clk,right,row_count,dot_col, cur_state, reset, boss_clk );
    input clk;
    input right;  
	 input [2:0] row_count;
    output reg[7:0] dot_col=0;
	 output reg boss_clk;
	 input reset;
	reg clk_div;
	wire start, finish;
	 parameter [1:0] UP = 2'b11;   
    parameter [1:0] DOWN = 2'b00;  
    parameter [1:0] LEFTUP = 2'b10;  
    parameter [1:0] RIGHTUP = 2'b01;    
    reg [31:0] clk_count=0;
	 output reg[1:0] cur_state=RIGHTUP;
    reg [1:0] next_state=RIGHTUP;
    reg[31:0] rightcount=0;
    always@(posedge clk ) 
        begin
        if (clk_count == 100000)
            begin 
                clk_count<=32'd0;
                clk_div <= ~clk_div;
					 boss_clk <= clk_div;
					 cur_state <= next_state;
            end
        else
        begin 
            clk_count <= clk_count + 32'd1;
        end
    end
	always@(posedge right)
	begin
		rightcount <= rightcount + 32'd1;
        case (cur_state)
            UP : begin
                if ( rightcount%4 < 3 )
                    next_state = RIGHTUP;
					 else
                    next_state = DOWN;
            end
            DOWN : begin
                if ( rightcount%4 < 2)
                    next_state = LEFTUP;
					 else 
						  next_state = RIGHTUP;
				end
				RIGHTUP : begin
                if ( rightcount%4 == 0)
					     next_state = UP;
					 else
						  next_state = LEFTUP;
			   end
				LEFTUP : begin
                if ( rightcount%4 <= 2  )
					     next_state = DOWN;
					 else begin
                    next_state = UP;
            end
		  end
        endcase
	end
	 always@ (row_count) begin
			if ( cur_state == UP) begin
            case (row_count)
               3'd0: dot_col <= 8'b00000000;
               3'd1: dot_col <= 8'b10011001;
               3'd2: dot_col <= 8'b10011001;
               3'd3: dot_col <= 8'b11111111;
               3'd4: dot_col <= 8'b00011000;
               3'd5: dot_col <= 8'b00111100;
               3'd6: dot_col <= 8'b00100100;
               3'd7: dot_col <= 8'b00100100;
            endcase			 
			end
         else if (cur_state == DOWN) begin
            case (row_count)
               3'd0: dot_col <= 8'b00000000;
               3'd1: dot_col <= 8'b00011000;
               3'd2: dot_col <= 8'b00011000;
               3'd3: dot_col <= 8'b11111111;
               3'd4: dot_col <= 8'b10011001;
               3'd5: dot_col <= 8'b10111101;
               3'd6: dot_col <= 8'b00100100;
               3'd7: dot_col <= 8'b00100100;
            endcase
         end
         else if (cur_state == LEFTUP) begin
            case (row_count)
					3'd0: dot_col <= 8'b00000000;
               3'd1: dot_col <= 8'b10011000;
               3'd2: dot_col <= 8'b10011000;
               3'd3: dot_col <= 8'b11111111;
               3'd4: dot_col <= 8'b00011001;
               3'd5: dot_col <= 8'b00111101;
               3'd6: dot_col <= 8'b00100100;
               3'd7: dot_col <= 8'b00100100;
            endcase
         end
         else if (cur_state == RIGHTUP) begin
            case (row_count)
               3'd0: dot_col <= 8'b00000000;
               3'd1: dot_col <= 8'b00011001;
               3'd2: dot_col <= 8'b00011001;
               3'd3: dot_col <= 8'b11111111;
               3'd4: dot_col <= 8'b10011000;
               3'd5: dot_col <= 8'b10111100;
               3'd6: dot_col <= 8'b00100100;
               3'd7: dot_col <= 8'b00100100;
            endcase
         end
	end
endmodule
module seven_p (count, out);
	input[3:0] count;
	output reg [6:0] out;
	always@(*)
	begin
	case(count)
		0: out = 7'b1000000;
		1: out = 7'b1111001;
		2: out = 7'b0100100;
		3: out = 7'b0110000;
		4: out = 7'b0011001;
		5: out = 7'b0010010;
		6: out = 7'b0000010;
		7: out = 7'b1111000;
		8: out = 7'b0000000;
		9: out = 7'b0010000;
		default: out = 7'b000000;
	endcase
end
endmodule
module player(clock,button_left,button_right,row_count,dot_col, cur_state);
    input clock;
    input button_left,button_right;
	 input [2:0] row_count;
    output reg [7:0]dot_col=0;
	 output [1:0] cur_state;
     wire [1:0]player_state;
    parameter S0=2'b00; 
    parameter S1=2'b01; 
    parameter S2=2'b10; 
    parameter S3=2'b11; 
	 assign player_state = {button_left, button_right};
	 assign cur_state = player_state;
    always@(player_state or row_count)begin
        if(player_state==S0)begin
				case(row_count)
            3'd0: dot_col <= 8'b00000000;
            3'd1: dot_col <= 8'b00011000;
            3'd2: dot_col <= 8'b00011000;
            3'd3: dot_col <= 8'b11111111;
            3'd4: dot_col <= 8'b10011001;
            3'd5: dot_col <= 8'b10111101;
            3'd6: dot_col <= 8'b00100100;
            3'd7: dot_col <= 8'b00100100;
            endcase
				end
        if(player_state==S1)begin
				case(row_count)
            3'd0: dot_col <= 8'b00000000;
            3'd1: dot_col <= 8'b00011001;
            3'd2: dot_col <= 8'b00011001;
            3'd3: dot_col <= 8'b11111111;
            3'd4: dot_col <= 8'b10011000;
            3'd5: dot_col <= 8'b10111100;
            3'd6: dot_col <= 8'b00100100;
            3'd7: dot_col <= 8'b00100100;
            endcase
				end
        if(player_state==S2)begin
				case(row_count)
            3'd0: dot_col <= 8'b00000000;
            3'd1: dot_col <= 8'b10011000;
            3'd2: dot_col <= 8'b10011000;
            3'd3: dot_col <= 8'b11111111;
            3'd4: dot_col <= 8'b00011001;
            3'd5: dot_col <= 8'b00111101;
            3'd6: dot_col <= 8'b00100100;
            3'd7: dot_col <= 8'b00100100;
				endcase
            end
        if(player_state==S3)begin
				case(row_count)
            3'd0: dot_col <= 8'b00000000;
            3'd1: dot_col <= 8'b10011001;
            3'd2: dot_col <= 8'b10011001;
            3'd3: dot_col <= 8'b11111111;
            3'd4: dot_col <= 8'b00011000;
            3'd5: dot_col <= 8'b00111100;
            3'd6: dot_col <= 8'b00100100;
            3'd7: dot_col <= 8'b00100100;
				endcase
            end
    end
endmodule
module clk_div_p(clk,div_clk);
input clk;
output reg div_clk=0;
reg [31:0] count=0;
always@(posedge clk)begin
        if (count == 32'd2500)
        begin
            count <= 32'd0;
            div_clk <= ~div_clk;
        end
        else
        begin
            count <= count + 32'd1;
        end
end
endmodule
module score(clock, reset, score, score10, right);
	input reset, clock, right;
	output reg[3:0] score, score10;
	always@(negedge reset or posedge right)
	begin
		if(!reset)
		begin
			score <= 4'd0;
			score10 <= 4'd0;
		end
		else if(right)
			begin
				if(score == 4'd9)
				begin
					score10 <= score10 + 4'd1;
					score <= 4'd0;
				end
				else
					score <= score + 4'd1;
			end
	end
endmodule
module score_and_time(clock, reset, out, out10, scoreOut, score10Out, correct, start, finish);
	input clock, reset;
	output wire [6:0] out, out10, scoreOut, score10Out;
	output start, finish;
	wire clk_div;
	wire [3:0] count, count10, score, score10;
	clk_div u_FreqDiv(.clk(clock), .rst(reset), .div_clk(clk_div));
	counter u_Counter(.clk(clk_div), .reset(reset), .count(count), .count10(count10), .start(start), .finish(finish));
	input correct;
	score u_Score(.reset(reset), .score(score), .score10(score10), .right(correct), .clock(clock));
	seven u_Seven(.count(count), .out(out));
	seven u_Seven2(.count(count10), .out(out10));
	seven u_Seven3(.count(score), .out(scoreOut));
	seven u_Seven4(.count(score10), .out(score10Out));
endmodule
module clk_div(clk, rst, div_clk);
	input clk, rst;
	output reg div_clk;
	reg [31:0] count;
	always@(posedge clk)
	begin
		if(!rst)
		begin
			count <= 32'd0;
			div_clk <= 1'b0;
		end
		else
		begin
			if (count == 32'd25000000)
			begin
				count <= 32'd0;
				div_clk <= ~div_clk;
			end
			else
				count <= count + 32'd1;
		end	
	end
endmodule
module seven (count, out);
	input[3:0] count;
	output reg [6:0] out;
	always@(*)
	begin
	case(count)
		0: out = 7'b1000000;
		1: out = 7'b1111001;
		2: out = 7'b0100100;
		3: out = 7'b0110000;
		4: out = 7'b0011001;
		5: out = 7'b0010010;
		6: out = 7'b0000010;
		7: out = 7'b1111000;
		8: out = 7'b0000000;
		9: out = 7'b0010000;
		default: out = 7'b1111111;
	endcase
end
endmodule
module counter(clk, reset, count, count10, start, finish);
	input clk, reset;
	output reg [3:0] count, count10;
	output reg start, finish;
	always@(posedge clk or negedge reset)
	begin
		if(!reset)
		begin
			count <= 4'd3;
			count10 <= 4'd0;
		start <= 1'b0;
		finish <= 1'b0;
	end
	else if(finish == 1'b0)
	begin
		if(count == 4'd0)
			begin
			if(start == 1'b1)
				begin
				if(count10 == 4'd0)
					finish <= 1'b1;
				else
					begin
					count <= 4'd9;
					count10 <= count10 - 4'b001;
					end
				end
			else
				begin
					count <= 4'd0;
					count10 <= 4'd3;
					start = 1'b1;
				end
			end
		else
			count <= count - 4'b001;
	end
end
endmodule
```
**./constraint.sdc**
```tcl
current_design DDfinal

set clk_period 4.5
set clk_io_pct 0.2

create_clock -name clk0 -period $clk_period [get_ports {clk}]

set non_clock_inputs [all_inputs -no_clocks]
set_input_delay [expr $clk_period * $clk_io_pct] -clock clk0 $non_clock_inputs
set_output_delay [expr $clk_period * $clk_io_pct] -clock clk0 [all_outputs]
```
**./config.mk**
```make
export PLATFORM = sky130hd
export DESIGN_NAME = DDfinal
export DESIGN_NICKNAME = DDfinal
export VERILOG_FILES = /design/flow/design.v
export SDC_FILE = /design/flow/constraint.sdc
export NUM_CORES = 4
export LEC_CHECK = 1
export CORE_UTILIZATION = 50
```
==> summary.txt <==
impl run done, here's what came out: status complete, no violations, total track usage 18.4%, fmax 0.280 GHz, Pleak 3.38 nW, Yosys Chip Area 0.00728 mm^2, cells on worst reg2reg path 6, Die X 123 um, Synth Area per Inst 8.99 um^2, core area 0.0140 mm^2, Routed WL 13000 um, logic area 0.00380 mm^2, CP bufs+invs 2, DR vias/cell 5.26, Int Pwr 1.92 mW, final max-slew violation count 0, R2R setup slack 2350 ps, crit-path most repeated cell clkdlybuf4s50_1, CP Capture Point player_dot_col[2], hold buffer count at cts 0, Fin Setup TNS 0 ps, Sequential Power Share 43.4%, vias 5596, Syn Std Cell Area 0.00728 mm^2, Fin Clk Skew 7.50 ps, Synth Flop Type dfxtp_1, die y size 123 um, Net Switching 0.434 mW, Worst-Margin Slew 856 ps, type of origin of the critical path primary input, CP Max Fanout 6, endpoints left unconstrained 94, clk slew on worst S/H paths 50 ps, fraction of layout cells with a size suffix above 1 5.44%, pwr dens 274 mW/mm^2, Final Hold Viols 0, 1st-iter DRT viols 261, Setup crit start right, min Tclk post-route 3580 ps, Top delay family on crit path buffers and inverters, synthesized instance count 810, Power, Total 2.35 mW, Flop area 0.00325 mm^2, Non-Filler Instances 1063, Core Rows 43, VDD IR-drop max 0.000314 V, worst setup margin 923 ps, CP arrival 2680 ps, ant diodes 0, distinct lib cells 57, WS Path Type in -> out, Die Area 0.0151 mm^2, terminus of the critical flop-to-flop path b.clk_count[28], First-pass DRT Iterations 5, # setup viols final 0, first-pass GRT wire length 22100 um, Area Overhead vs Synth 17.9%, dpl cells 1033, switching part of the total power 18.4%, vias in the first global route 4959, Synth Warn # 7, cells along the critical path clkdlybuf4s50_1 -> a221oi_1 -> a31o_2 -> dlxtn_1 -> clkdlybuf4s50_1, overflow left after global routing 0, CP Depth 5, CTS root buffer clkbuf_16, WL/cell 12.2 um, Clock Power Share 55.5%, Gate power share 1.0%, Tool Warnings 52, Late-Pin Clk Latency 390 ps, CP max stage cell clkdlybuf4s50_1, async set-reset flop share out of synthesis 11.5%, largest net degree at the start of global routing 27, RSZ-0062 raised after global routing no, DRC 0, cts repair resizes 0, Slew headroom 42.5%, Max-Cap Viols 0, count of unclocked register or latch pins 43, post-CTS setup buffer count 0, Init Core Util 51.9%, Worst Setup End Kind primary output, crit-path max cell delay 510 ps, clock tree buffer depth 2, Setup WS pre-CTS 937 ps, yosys stat cell total 810, CTS tree done, fillcell total 1131, Post-DP HPWL 9350 um, antenna-violating nets left 0, Crit path required time 3600 ps, PortBufs 56, CTS Buf Count 17, final RePlAce weighted congestion 0.807, reg2reg start b.clk_count[0], final core occ 61.2%, flip-flops with a built-in enable 8, initial antenna violation count 0, H-Tree Level Count 4, Boundary Pins 57, Synthesized registers 156, post-layout period usage 79.5%, worst min-delay path class reg -> reg
[power by group through the flow]
| stage | Combinational (mW) | Sequential, mW | Clock (mW) |
|---|---|---|---|
| after global routing | 0.0284 | 1.02 | 1.38 |
| after CTS | 0.0248 | 1.02 | 1.33 |
| final | 0.0242 | 1.02 | 1.31 |
[per-layer routing]
metal / part of all wire [%] / global-route usage, % / wire length (um) / up-vias
met3: 3.8 / 4.03 / 498 / 8
met4: 0.41 / 1.14 / 53 / 0
li1: - / - / - / 2881
met5: 0 / 0 / 0 / -
met2: 45 / 28.4 / 5850 / 93
met1: 51 / 28.6 / 6560 / 2614
[cell usage after synthesis, drive strengths merged, types with 19 or more instances]
cell type | instances | area share [%]
nand2 | 83 | 4.3
xnor2 | 60 | 7.2
nor4 | 19 | 1.7
and3 | 23 | 2.0
xor2 | 45 | 5.4
inv | 37 | 1.9
nand3 | 37 | 2.5
o21ai | 21 | 1.4
ha | 40 | 6.9
a21oi | 22 | 1.5
nand4 | 35 | 3.1
dfxtp | 120 | 33
nor2 | 112 | 5.8
[cells in the final DEF, fill, tap and decap left out, types with 16 or more instances in the layout]
cell	netlist	final
xnor2_1	60	60
dfrtp_1	16	16
nand4_1	34	34
inv_1	37	37
nand2_1	83	83
o21ai_0	21	21
ha_1	40	40
nor2_1	112	112
nand3_1	37	37
clkdlybuf4s50_1	0	56
and3_1	23	23
nor4_1	18	18
clkbuf_16	0	17
xor2_1	45	45
dfxtp_1	120	120
a21oi_1	22	22
[cell type report]
class / instances / share of cell area, %
clock buffers: 25 / 6.00
clock inverters: 5 / 0.874
inverters: 38 / 1.66
multi-input cells: 600 / 44.3
flip-flops and latches: 156 / 37.8
well taps: 180 / 2.62
repair buffers: 59 / 6.79
[registers in the layout, indices dropped and copies added (netlist names), 2 cells and up]
signal / flops
b.clk_count: 32
b.cur_state: 2
b.dot_col: 5
b.next_state: 2
b.rightcount: 2
clk_count: 32
dot_row: 8
p.dot_col: 5
row_count: 3
st.u_Counter.count: 4
st.u_Counter.count10: 4
st.u_FreqDiv.count: 32
st.u_Score.score: 4
st.u_Score.score10: 4
timer: 10
[logic make-up after synthesis]
| logic type | synth area share (%) |
|---|---|
| fa+ha+maj | 6.87 |
| flops | 42.5 |
| xor+xnor | 12.6 |
| simple gates | 25.6 |
| buf+inv | 3.73 |
| compound gates | 5.72 |
| latches | 2.06 |
| mux | 0.824 |
| other cells | 0.0515 |
[how the worst min path moves through the flow]
| stage | start | to | slack (ps) | cells after the start |
|---|---|---|---|---|
| finish | b.clk_div | b.boss_clk | 450 | 0 |
| global route | b.clk_div | b.boss_clk | 460 | 0 |
| CTS | b.clk_div | b.boss_clk | 460 | 0 |
[worst register-to-register path, stage by stage, from the launching register on]
cell and delay, ps:
dfxtp_1 410, ha_1 260, nand4_2 180, nor4_2 480
or3b_4 470, nor2_1 140, xor2_1 140
[per-stage QoR]
step / hold slack (ps) / instance area [um^2]
after floorplan: 426 / 7320
after global placement: 438 / 8000
after detailed placement: 446 / 8000
after CTS: 458 / 8590
after global routing: 465 / 8590
final: 453 / 8590
Power figures rest on the tool's default switching activity, not on a simulated workload.
