==> ./design.v <==
module boss(clk,right,row_count,dot_col, cur_state, reset, boss_clk );
    input clk;
    input right;  
	 input [2:0] row_count;
    output reg[7:0] dot_col=0;
	 output reg boss_clk;
	 input reset;
	reg clk_div;
	wire start, finish;
	 parameter [1:0] UP = 2'b11;   
    parameter [1:0] DOWN = 2'b00;  
    parameter [1:0] LEFTUP = 2'b10;  
    parameter [1:0] RIGHTUP = 2'b01;    
    reg [31:0] clk_count=0;
	 output reg[1:0] cur_state=RIGHTUP;
    reg [1:0] next_state=RIGHTUP;
    reg[31:0] rightcount=0;
    always@(posedge clk ) 
        begin
        if (clk_count == 100000)
            begin 
                clk_count<=32'd0;
                clk_div <= ~clk_div;
					 boss_clk <= clk_div;
					 cur_state <= next_state;
            end
        else
        begin 
            clk_count <= clk_count + 32'd1;
        end
    end
	always@(posedge right)
	begin
		rightcount <= rightcount + 32'd1;
        case (cur_state)
            UP : begin
                if ( rightcount%4 < 3 )
                    next_state = RIGHTUP;
					 else
                    next_state = DOWN;
            end
            DOWN : begin
                if ( rightcount%4 < 2)
                    next_state = LEFTUP;
					 else 
						  next_state = RIGHTUP;
				end
				RIGHTUP : begin
                if ( rightcount%4 == 0)
					     next_state = UP;
					 else
						  next_state = LEFTUP;
			   end
				LEFTUP : begin
                if ( rightcount%4 <= 2  )
					     next_state = DOWN;
					 else begin
                    next_state = UP;
            end
		  end
        endcase
	end
	 always@ (row_count) begin
			if ( cur_state == UP) begin
            case (row_count)
               3'd0: dot_col <= 8'b00000000;
               3'd1: dot_col <= 8'b10011001;
               3'd2: dot_col <= 8'b10011001;
               3'd3: dot_col <= 8'b11111111;
               3'd4: dot_col <= 8'b00011000;
               3'd5: dot_col <= 8'b00111100;
               3'd6: dot_col <= 8'b00100100;
               3'd7: dot_col <= 8'b00100100;
            endcase			 
			end
         else if (cur_state == DOWN) begin
            case (row_count)
               3'd0: dot_col <= 8'b00000000;
               3'd1: dot_col <= 8'b00011000;
               3'd2: dot_col <= 8'b00011000;
               3'd3: dot_col <= 8'b11111111;
               3'd4: dot_col <= 8'b10011001;
               3'd5: dot_col <= 8'b10111101;
               3'd6: dot_col <= 8'b00100100;
               3'd7: dot_col <= 8'b00100100;
            endcase
         end
         else if (cur_state == LEFTUP) begin
            case (row_count)
					3'd0: dot_col <= 8'b00000000;
               3'd1: dot_col <= 8'b10011000;
               3'd2: dot_col <= 8'b10011000;
               3'd3: dot_col <= 8'b11111111;
               3'd4: dot_col <= 8'b00011001;
               3'd5: dot_col <= 8'b00111101;
               3'd6: dot_col <= 8'b00100100;
               3'd7: dot_col <= 8'b00100100;
            endcase
         end
         else if (cur_state == RIGHTUP) begin
            case (row_count)
               3'd0: dot_col <= 8'b00000000;
               3'd1: dot_col <= 8'b00011001;
               3'd2: dot_col <= 8'b00011001;
               3'd3: dot_col <= 8'b11111111;
               3'd4: dot_col <= 8'b10011000;
               3'd5: dot_col <= 8'b10111100;
               3'd6: dot_col <= 8'b00100100;
               3'd7: dot_col <= 8'b00100100;
            endcase
         end
	end
endmodule
module seven_p (count, out);
	input[3:0] count;
	output reg [6:0] out;
	always@(*)
	begin
	case(count)
		0: out = 7'b1000000;
		1: out = 7'b1111001;
		2: out = 7'b0100100;
		3: out = 7'b0110000;
		4: out = 7'b0011001;
		5: out = 7'b0010010;
		6: out = 7'b0000010;
		7: out = 7'b1111000;
		8: out = 7'b0000000;
		9: out = 7'b0010000;
		default: out = 7'b000000;
	endcase
end
endmodule
==> ./run.sh <==
#!/bin/bash
# OpenROAD 26Q1-2900-gdf79404cd8, Yosys 0.63+post, stock flow scripts
make -C /OpenROAD-flow-scripts/flow DESIGN_CONFIG=/design/flow/config.mk WORK_HOME=/design/flow/orfs finish
==> ./config.mk <==
export PLATFORM = sky130hd
export DESIGN_NAME = seven_p
export DESIGN_NICKNAME = seven_p
export VERILOG_FILES = /design/flow/design.v
export SDC_FILE = /design/flow/constraint.sdc
export NUM_CORES = 4
export LEC_CHECK = 1
export CORE_AREA = 10 10 70 70
export DIE_AREA = 0 0 80 80
==> ./constraint.sdc <==
current_design seven_p

set clk_period 1.0
set clk_io_pct 0.2

create_clock -name clk0 -period $clk_period

set non_clock_inputs [all_inputs -no_clocks]
set_input_delay [expr $clk_period * $clk_io_pct] -clock clk0 $non_clock_inputs
set_output_delay [expr $clk_period * $clk_io_pct] -clock clk0 [all_outputs]
==> impl_metrics.json <==
{
  "outcome": "complete, but fails checks",
  "violations": "negative setup slack",
  "grt_pass1_wl_um": 1080,
  "final-instance-count-excl-fill": 85,
  "warning_count": 38,
  "required_ps": 800,
  "drc": 0,
  "worstHoldStart": "count[3]",
  "die_w_um": 80,
  "dieArea_um2": 6400,
  "grt_max_degree": 10,
  "slew_headroom": 0.909,
  "power.switching_mw": 0.0606,
  "syn_area_per_cell_um2": 7.06,
  "vias_per_cell": 2.47,
  "powerDensity_nw_per_um2": 314,
  "cap_violations": 0,
  "dp.cells": 85,
  "max_freq_mhz": 900,
  "final_util": 0.131,
  "design.seq.count": 0,
  "core_um2": 3420,
  "tightest_slew_ps": 132,
  "synth_chip_area_um2": 176,
  "hold-path-endpoint": "out[2]",
  "p_clk_frac": 0,
  "syn_inst": 25,
  "drv_slew": 0,
  "fin_ws_ps": -111,
  "ys.warnings.count": 1,
  "switching_share": 0.431,
  "yosys-stat-cells": 25,
  "ir_drop_mv": 0.0530,
  "path_cells": "buf_8 -> inv_6 -> buf_6 -> ha_4 -> mux2i_1 -> o22ai_1 -> buf_2",
  "synth_cell_type_count": 12,
  "post-dp-hpwl_um": 527,
  "p_int_mw": 0.0799,
  "end_kind": "output port",
  "layout_top_cell": "buf_2",
  "p_seq_frac": 0,
  "crit_type": "primary input to output port",
  "leakagePower_nw": 0.178,
  "topCellsByArea": "ha_1 35%, a21oi_1 11%, nand2b_1 11%",
  "crit_path_max_fanout": 3,
  "firstDrtPassIters": 2,
  "io_pins": 11,
  "drive_above_1_share": 0.795,
  "ys_seq_frac": 0,
  "rows": 21,
  "drt_iter0_markers": 10,
  "wl_um": 644,
  "top_area_frac": 0.355,
  "diodes": 0,
  "p_comb_frac": 1.000,
  "synth_top_cell_by_area": "ha_1",
  "worstPathArrival_ps": 910,
  "chipHeight_um": 80,
  "rsz0062_at_grt": "true",
  "n_clock_buffer": 0,
  "grtUsageTotal": 0.0196,
  "gp_congestion": 0.725,
  "wl_per_cell_um": 7.58,
  "vias": 210,
  "max_stage_delay_ps": 140,
  "sequential_cell_area_um2": 0,
  "hold_viol": 0,
  "cp-start-kind": "primary input",
  "netlist_area_um2": 176,
  "whs_path_depth": 3,
  "ant_nets": 0,
  "fin_crit_sh": 1.11,
  "grt_pass1_vias": 227,
  "syn_to_final_growth_pct": 154,
  "initCoreUtil": 0.0516,
  "min_period_ps": 1110,
  "layout.cells.most_common_list": "7 x buf_2, 4 x a21oi_2, 4 x ha_4, 4 x buf_6",
  "grt-ovfl-total": 0,
  "critPathSlowestCell": "ha_4",
  "antenna_found_initial": 0,
  "critPathTopFamily": "buffers and inverters",
  "port_buffers": 11,
  "setup_viol": 7,
  "hold_class": "primary input to output port",
  "cp.buffers_inverters": 4
}
-- final cells by class --
class	count	area, um^2
Fill cell	393	2970
Multi-Input combinational cell	21	243
Timing Repair Buffer	16	130
Tap cell	46	57.6
Inverter	2	17.5
-- through the flow --
stage | power (mW) | hold WS (ps) | area [um^2] | TNS [ps] | worst slack, ps
6_report | 0.141 | 694 | 448 | -502 | -111
3_3_place_gp | 0.110 | 1450 | 365 | -6490 | -1040
3_5_place_dp | 0.111 | 1440 | 365 | -6460 | -1050
5_1_grt | 0.157 | 717 | 448 | -871 | -169
2_1_floorplan | 0.0427 | 508 | 176 | 0 | 42.0
4_1_cts | 0.137 | 783 | 439 | -606 | -119
-- power groups by stage --
stage / sequential (mW) / clock [mW] / combinational (mW)
finish: 0 / 0 / 0.141
CTS: 0 / 0 / 0.137
global route: 0 / 0 / 0.157
-- timing repair --
item                       4_1_cts  5_1_grt
hold buffers                     0        0
setup buffers                    0        0
cloned                           0        0
gates resized                   65        5
setup endpoints to repair        7        7
pin swaps                        8        4
-- cell usage after synthesis --
| cell | count |
|---|---|
| nor3b_1 | 1 |
| nand2_1 | 3 |
| or2_1 | 2 |
| inv_1 | 2 |
| nor2_1 | 1 |
| buf_6 | 1 |
| a21oi_1 | 4 |
| buf_2 | 1 |
| o22ai_1 | 1 |
| nand2b_1 | 3 |
| ha_1 | 5 |
| mux2i_1 | 1 |
-- cell families (layout without fill, tap and decap cells) --
group | Yosys count | count (layout) | share of synthesized area
AOI/OAI and AO/OA | 5 | 5 | 0.149
adders and majority gates | 5 | 5 | 0.355
buffers and inverters | 4 | 18 | 0.135
muxes | 1 | 1 | 0.0567
and+or+nand+nor | 10 | 10 | 0.305
-- routing by layer --
layer / track usage / share of wire / up-vias
li1: - / - / 108
met1: 0.0224 / 0.40 / 96
met2: 0.0369 / 0.50 / 6
met3: 0.00568 / 0.10 / 0
met4: 0 / 0 / 0
met5: 0 / 0 / -
-- worst max path at each step --
stage,startpoint,endpoint,slack (ps),depth (start not counted)
CTS,count[0],out[5],-120,6
global route,count[1],out[4],-170,7
finish,count[1],out[4],-110,7
Power and IR drop assume default switching activity.
