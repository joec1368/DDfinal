## flow/design.v

```verilog
module player(clock,button_left,button_right,row_count,dot_col, cur_state);
    input clock;
    input button_left,button_right;
	 input [2:0] row_count;
    output reg [7:0]dot_col=0;
	 output [1:0] cur_state;
     wire [1:0]player_state;
    parameter S0=2'b00; 
    parameter S1=2'b01; 
    parameter S2=2'b10; 
    parameter S3=2'b11; 
	 assign player_state = {button_left, button_right};
	 assign cur_state = player_state;
    always@(player_state or row_count)begin
        if(player_state==S0)begin
				case(row_count)
            3'd0: dot_col <= 8'b00000000;
            3'd1: dot_col <= 8'b00011000;
            3'd2: dot_col <= 8'b00011000;
            3'd3: dot_col <= 8'b11111111;
            3'd4: dot_col <= 8'b10011001;
            3'd5: dot_col <= 8'b10111101;
            3'd6: dot_col <= 8'b00100100;
            3'd7: dot_col <= 8'b00100100;
            endcase
				end
        if(player_state==S1)begin
				case(row_count)
            3'd0: dot_col <= 8'b00000000;
            3'd1: dot_col <= 8'b00011001;
            3'd2: dot_col <= 8'b00011001;
            3'd3: dot_col <= 8'b11111111;
            3'd4: dot_col <= 8'b10011000;
            3'd5: dot_col <= 8'b10111100;
            3'd6: dot_col <= 8'b00100100;
            3'd7: dot_col <= 8'b00100100;
            endcase
				end
        if(player_state==S2)begin
				case(row_count)
            3'd0: dot_col <= 8'b00000000;
            3'd1: dot_col <= 8'b10011000;
            3'd2: dot_col <= 8'b10011000;
            3'd3: dot_col <= 8'b11111111;
            3'd4: dot_col <= 8'b00011001;
            3'd5: dot_col <= 8'b00111101;
            3'd6: dot_col <= 8'b00100100;
            3'd7: dot_col <= 8'b00100100;
				endcase
            end
        if(player_state==S3)begin
				case(row_count)
            3'd0: dot_col <= 8'b00000000;
            3'd1: dot_col <= 8'b10011001;
            3'd2: dot_col <= 8'b10011001;
            3'd3: dot_col <= 8'b11111111;
            3'd4: dot_col <= 8'b00011000;
            3'd5: dot_col <= 8'b00111100;
            3'd6: dot_col <= 8'b00100100;
            3'd7: dot_col <= 8'b00100100;
				endcase
            end
    end
endmodule
module clk_div_p(clk,div_clk);
input clk;
output reg div_clk=0;
reg [31:0] count=0;
always@(posedge clk)begin
        if (count == 32'd2500)
        begin
            count <= 32'd0;
            div_clk <= ~div_clk;
        end
        else
        begin
            count <= count + 32'd1;
        end
end
endmodule
```

## flow/run.sh

```bash
#!/bin/bash
# OpenROAD 26Q1-2900-gdf79404cd8, Yosys 0.63+post, stock flow scripts
make -C /OpenROAD-flow-scripts/flow DESIGN_CONFIG=/design/flow/config.mk WORK_HOME=/design/flow/orfs finish
```

## flow/config.mk

```make
export PLATFORM = sky130hd
export DESIGN_NAME = clk_div_p
export DESIGN_NICKNAME = clk_div_p
export VERILOG_FILES = /design/flow/design.v
export SDC_FILE = /design/flow/constraint.sdc
export NUM_CORES = 4
export LEC_CHECK = 1
export CORE_AREA = 10 10 106 106
export DIE_AREA = 0 0 116 116
```

## flow/constraint.sdc

```tcl
current_design clk_div_p

set clk_period 7.0
set clk_io_pct 0.2

create_clock -name clk0 -period $clk_period [get_ports {clk}]

set non_clock_inputs [all_inputs -no_clocks]
set_input_delay [expr $clk_period * $clk_io_pct] -clock clk0 $non_clock_inputs
set_output_delay [expr $clk_period * $clk_io_pct] -clock clk0 [all_outputs]
```

==> run_results.csv <==
group,metric,value,unit
outcome,status,"finished, final reports clean",
critical_path,cpMaxStageDelayCell,"clkdlybuf4s50_1",
pwr,power_density,209,mW/mm²
sta,relSlewSlack,53.7,%
sta,period_minus_slack,2480,ps
job,max_cap_viol_count,0,
clock_network,cts_buffers,5,
drt,drt_wl_total,2410,µm
drt,antenna_cells,0,
pwr,swShare,19.5,%
pwr,ir_drop,0.0622,mV
critical_path,rr_startpoint,"count[20]",
clock_network,clockBufferDepth,2,
yosys,yosysTopAreaCell,"dfxtp_1",
yosys,ys_cells,148,
drt,antenna_left,0,
critical_path,r2r_cells,3,
floorplan,die_height,116,µm
clock_network,cts_setup_buffers,0,
global_routing,grt_pass1_vias,957,
pwr,p_switching,0.0674,mW
critical_path,r2r_end,"div_clk",
min_path,hold_end,"count[0]",
critical_path,end_kind,"output port",
global_routing,antenna_found_initial,0,
placed_design,hpwl,1670,µm
global_routing,grt_max_degree,13,
clock_network,root_buffer,"clkbuf_8",
pwr,p_total,0.345,mW
yosys,synthTopCellsByArea,"dfxtp_1 46%, xnor2_1 17%, nand3_1 6.4%",
yosys,ys_types,21,
critical_path,worst-setup-path-type,"register to output port",
min_path,hold_path_depth,1,
sta,rsz0062_at_grt,"no",
drt,dr_total_vias,1003,
global_routing,grt_overflow,0,
global_routing,grt_usage,3.96,%
finish,area_delta_synth_final,17.6,%
floorplan,die_w,116,µm
critical_path,critPathMaxFanout,2,
sta,drv_slew,0,
yosys,syn_inst,148,
clock_network,clk_latency,280,ps
pwr,p_comb_share,0,%
clock_network,cts_tree,"done",
drt,drcViolationCount,0,
floorplan,design.core.area,0.00885,mm²
floorplan,die_area,0.0135,mm²
yosys,top_area_share,45.8,%
job,openroad.warnings,26,
critical_path,path_cells,"clkdlybuf4s50_1",
critical_path,worst_ep_required_time,5600,ps
pwr,p_int,0.277,mW
yosys,yosys_area,0.00140,mm²
clock_network,clkTransAtPathRegs,70,ps
drt,detail_route.wl_per_cell,9.17,µm
yosys,ys_warn_count,1,
clock_network,cts.sinks,33,
finish,final_layout_top_logic_cell,"dfxtp_1",
yosys,synth_area,0.00140,mm²
clock_network,cts_hold_buf,0,
sta,max_freq,0.403,GHz
drt,drt_iter0_markers,44,
floorplan,rows,34,
sta,worstMarginPinSlew,690,ps
placed_design,placed_cell_area,0.00154,mm²
min_path,min_from,"count[0]",
clock_network,ctsHtreeMaxLevel,2,
critical_path,cp.arrival,1080,ps
sta,setup_viol,0,
sta,finalClockSkew,7.56,ps
placed_design,port_buffers,1,
yosys,yosysSeqAreaShare,47.9,%
critical_path,max_stage_delay,460,ps
sta,finalHoldViolations,0,
drt,via_per_inst,3.81,
finish,drive_above_1_share,8.39,%
finish,fin_area,0.00165,mm²
yosys,numSynthFlops,33,
min_path,min_path_type,"register to register",
pwr,pwr-share-seq,54.7,%
drt,first_pass_iters,4,
sta,fin_crit_sh,35.5,%
clock_network,cts_resized,0,
floorplan,io_pins,2,
critical_path,critical_path.top_delay_family,"buffers and inverters",
pwr,cellLeakagePower,0.473,nW
critical_path,crit_buf_inv,1,
finish,lay_top_cells,"32 x dfxtp_1, 27 x xnor2_1, 18 x nand3_1",
critical_path,r2r_setup_slack,4790,ps
placed_design,gpl.final_weighted_congestion,0.769,
critical_path,setup.worst_path.start_class,"register",
yosys,syn_avg_cell_area,9.45,µm²
pwr,pwr-share-clk,45.3,%
sta,finalSetupTns,0,ps
global_routing,grt_pass1_wl,4440,µm
floorplan,fp_util,15.8,%
==> power groups by stage <==
stage | clock (mW) | combinational (mW) | sequential (mW)
CTS | 0.160 | 0.000000150 | 0.188
finish | 0.156 | 0.000000150 | 0.188
global route | 0.169 | 0.000000150 | 0.188
==> cells in the mapped netlist (all sizes together) <==
cell	instances
and3	2
and4	2
clkbuf	4
dfxtp	32
edfxtp	1
ha	2
inv	6
nand2	10
nand3	18
nand4	11
nor2	14
nor2b	1
nor3	6
nor4	5
nor4b	2
or4	2
xnor2	27
xor2	3
==> cell type report <==
type                       count  area [µm²]
clock buffer                   7        96.3
clock inverter                 1        5.00
fill                         964        7200
inverter                       6        22.5
multi-input combinational    105         691
sequential                    33         671
tap                          108         135
timing repair buffer           3        25.0
==> metrics by stage <==
| stage | instances | setup slack, ps | hold WS (ps) | util (%) |
|---|---|---|---|---|
| after floorplan | 148 | 4950 | 430 | - |
| after CTS | 263 | 4500 | 465 | 18.6 |
| after global routing | 263 | 4490 | 506 | 18.6 |
| final | 263 | 4520 | 464 | 18.6 |
| after detailed placement | 255 | 4790 | 450 | 17.4 |
| after global placement | 255 | 4810 | 445 | 17.4 |
==> worst max path at each step <==
stage	startpoint	to	slack, ps	cells past startpoint
4_1_cts	div_clk	div_clk	4500	1
5_1_grt	div_clk	div_clk	4490	1
6_report	div_clk	div_clk	4520	1
==> layer usage <==
layer  global-route usage (%)  vias to the layer above  wire [µm]
met4                    0.667                        0         13
met3                     1.78                        3        136
met1                     5.46                      461       1240
met5                        0                        -          0
met2                     5.69                       16       1020
li1                         -                      523          -
==> sequential cells by signal, indices dropped and copies added, names as in the netlist <==
name / flops
count: 32
div_clk: 1
==> worst register-to-register path, stage by stage, from the launching register on <==
cell and delay [ps]:
dfxtp_1 370, or4_1 530, or4_4 440, nor4_4 520
==> kinds of logic after synthesis <==
logic type | Yosys count | synth area share (%)
flip-flops | 33 | 47.9
buffers and inverters | 10 | 2.68
adder cells (fa/ha/maj) | 2 | 1.79
AND/OR/NAND/NOR | 73 | 28.8
XOR/XNOR | 30 | 18.8
Power is estimated from default activity; no workload was simulated.
